--- design/flow/run.sh ---
#!/bin/bash
# OpenROAD 26Q1-2900-gdf79404cd8, Yosys 0.63+post, stock flow scripts
make -C /OpenROAD-flow-scripts/flow DESIGN_CONFIG=/design/flow/config.mk WORK_HOME=/design/flow/orfs finish
--- design/flow/constraint.sdc ---
current_design clock_divider

set clk_period 3.0
set clk_io_pct 0.2

create_clock -name clk0 -period $clk_period [get_ports {clock50mHz}]

set non_clock_inputs [all_inputs -no_clocks]
set_input_delay [expr $clk_period * $clk_io_pct] -clock clk0 $non_clock_inputs
set_output_delay [expr $clk_period * $clk_io_pct] -clock clk0 [all_outputs]
--- design/flow/config.mk ---
export PLATFORM = sky130hd
export DESIGN_NAME = clock_divider
export DESIGN_NICKNAME = clock_divider
export VERILOG_FILES = /design/flow/design.v
export SDC_FILE = /design/flow/constraint.sdc
export NUM_CORES = 4
export LEC_CHECK = 1
export CORE_AREA = 10 10 102 102
export DIE_AREA = 0 0 112 112
--- design/flow/design.v ---
module clock_divider(clock50mHz, reset, enable, clock50Hz);
input clock50mHz, reset, enable;
output reg clock50Hz;
reg [24:0] count;
always @(posedge clock50mHz, negedge reset) begin
	if (reset == 0) begin
		count <= 25'd0;
		clock50Hz <= 0;
	end
	else if (enable == 0) begin
		count <= count;
	end
	else if (count == 500000) begin
		count <= 25'd0;
		clock50Hz <= ~clock50Hz;
	end
	else begin
		count <= count + 25'd1;
	end
end
endmodule
==> impl_metrics.sql <==
-- flow metrics import
INSERT INTO impl_metrics (metric_group, metric, value, unit) VALUES
('synth', 'syn-instance-count', '132', ''),
('critical_path', 'cp_data_required_time', '3200', 'ps'),
('timing', 'setup_total_negative_slack', '0', 'ps'),
('cells_and_area', 'finalCoreUtilization', '19.0', '%'),
('clock_network', 'clock_insertion_delay_worst_skew', '270', 'ps'),
('clock_network', 'clockRootBuffer', 'sky130_fd_sc_hd__clkbuf_8', ''),
('floorplanning', 'dieArea', '0.0125', 'sq mm'),
('floorplanning', 'design.core.area', '0.00822', 'sq mm'),
('run', 'openroad.warnings', '26', ''),
('timing', 'unrepaired_setup_endpoints_after_global_routing', 'no', ''),
('floorplanning', 'chipWidth', '112', 'microns'),
('timing', 'final_hold_viol_count', '0', ''),
('global_routing', 'global_route_overflow', '0', ''),
('synth', 'ys_warn_count', '1', ''),
('critical_path', 'worstPathCellList', 'clkdlybuf4s50_1, nand3_1, or3_1, or4_1, a21oi_1', ''),
('clock_network', 'cts_buffers', '3', ''),
('placement', 'place.gp.congestion', '0.840', ''),
('synth', 'synthDominantCellAreaShare', '49.3', '%'),
('route', 'diodes', '0', ''),
('route', 'route.detailed.drc', '0', ''),
('pwr', 'peakVddDrop', '230', 'uV'),
('status', 'status', 'completed', ''),
('global_routing', 'grt_pass1_vias', '907', ''),
('clock_network', 'clkTransAtPathRegs', '90', 'ps'),
('timing', 'portion_of_the_clock_cycle_consumed_by_the_worst_path_in_the_final_layout', '70.8', '%'),
('pwr', 'power.static_leakage', '0.620', 'nW'),
('critical_path', 'worst_path_largest_cell_delay', '530', 'ps'),
('timing', 'clock.fmax', '471', 'MHz'),
('clock_network', 'cts.path.max_buffers', '2', ''),
('timing', 'max-slew-margin-rel', '52.8', '%'),
('global_routing', 'grt_start_max_net_pins', '27', ''),
('placement', 'place.detailed.instances', '239', ''),
('route', 'met3_wirelength', '79', 'microns'),
('synth', 'synth.ff_latch_count', '26', ''),
('pwr', 'finalPower', '0.816', 'mW'),
('route', 'dr.max_layer_used', 'met4', ''),
('run', 'drv.max_cap_violation_count', '0', ''),
('route', 'dr.first_iter.drc_count', '65', ''),
('clock_network', 'clock_sinks', '26', ''),
('route', 'drt_wl_cell', '10.7', 'microns'),
('critical_path', 'crit-reg2reg-launch', 'count[2]', ''),
('timing', 'period_needed', '2130', 'ps'),
('floorplanning', 'initial_core_util', '16.0', '%'),
('critical_path', 'crit_path_top_delay_cell', 'sky130_fd_sc_hd__or4_1', ''),
('route', 'drt_wl_total', '2.61', 'mm'),
('min_path', 'min_from', 'clock50Hz', ''),
('critical_path', 'setup.worst_path.class', 'in -> reg', ''),
('floorplanning', 'ioPinCount', '4', ''),
('critical_path', 'maximum_fanout_along_the_worst_path', '7', ''),
('placement', 'port_buffers', '3', ''),
('synth', 'area_leaders', 'sky130_fd_sc_hd__dfrtp_1 (49%), sky130_fd_sc_hd__xnor2_1 (8.6%), sky130_fd_sc_hd__nand4_1 (4.3%), sky130_fd_sc_hd__nand3_1 (3.8%), sky130_fd_sc_hd__and3_1 (2.8%)', ''),
('cells_and_area', 'drive_gt1_share', '8.70', '%'),
('critical_path', 'crit_start', 'enable', ''),
('synth', 'postSynthAreaPerCell', '9.99', 'sq um'),
('min_path', 'min-delay-path-class', 'reg -> reg', ''),
('critical_path', 'timing.critical_path.arrival', '2320', 'ps'),
('synth', 'synth-seq-area-share', '49.3', '%'),
('clock_network', 'post_cts_resized', '0', ''),
('route', 'wirelength_met1', '1.41', 'mm'),
('synth', 'yosys-stat-area', '0.00132', 'sq mm'),
('global_routing', 'grt_first_pass_wirelength', '4.49', 'mm'),
('route', 'detailroute.wirelength.met2', '1.07', 'mm'),
('cells_and_area', 'layout.cell_area.non_filler', '0.00156', 'sq mm'),
('placement', 'half_perimeter_wire_length_after_detailed_placement', '1.92', 'mm'),
('synth', 'synth_area', '0.00132', 'sq mm'),
('cells_and_area', 'fillCellCount', '885', ''),
('timing', 'skew', '4.90', 'ps'),
('critical_path', 'cp-start-kind', 'input pin', ''),
('timing', 'setup_violations', '0', ''),
('critical_path', 'endpoint_kind', 'register', ''),
('cells_and_area', 'finish.cell_count_without_fillers', '243', '');
-- cell usage in the layout, fill, tap and decap left out, types with 3 or more instances in the layout --
cell	instances
sky130_fd_sc_hd__dfrtp_1	26
sky130_fd_sc_hd__o21ai_0	7
sky130_fd_sc_hd__inv_1	5
sky130_fd_sc_hd__xnor2_1	13
sky130_fd_sc_hd__or3_1	3
sky130_fd_sc_hd__nand4_1	9
sky130_fd_sc_hd__xor2_1	3
sky130_fd_sc_hd__a21oi_1	7
sky130_fd_sc_hd__nand3_1	10
sky130_fd_sc_hd__clkbuf_8	3
sky130_fd_sc_hd__and4_1	4
sky130_fd_sc_hd__nor2_1	3
sky130_fd_sc_hd__nand2_1	8
sky130_fd_sc_hd__buf_4	3
sky130_fd_sc_hd__nor3_1	3
sky130_fd_sc_hd__clkdlybuf4s50_1	3
sky130_fd_sc_hd__and3_1	6
-- metal layers --
layer	up-vias	GRT usage, %
li1	500	-
met1	468	6.23
met2	9	5.91
met3	2	1.09
met4	0	0.677
met5	-	0
-- critical path, delay by kind of cell --
family | cells | cell delay [ps]
AND-OR/OR-AND | 1 | 150
buffers and inverters | 1 | 480
AND/OR/NAND/NOR | 3 | 1090
-- power breakdown --
group / internal, mW / switching, mW
Clock: 0.178 / 0.106
Combinational: 0.0452 / 0.0505
Sequential: 0.384 / 0.0514
-- layout make-up --
class	instances	area, sq um	area share, %
clock buffer	3	41.3	2.65
clock inverter	1	30.0	1.93
inverter	5	18.8	1.20
multi-input combinational	97	633	40.6
sequential	26	651	41.8
tap	105	131	8.43
timing repair buffer	6	52.6	3.37
-- state kept, by name (all words and copies together), names as in the netlist --
name,cells
count,25
clock50Hz,1
-- path summary, 6_finish.rpt --
path	end	slack [ps]	cells after the start
setup / recovery	count[15]	870	5
hold / removal	clock50Hz	470	1
setup reg to reg	count[15]	1140	4
hold reg to reg	clock50Hz	470	1
max in group asynchronous	count[4]	2050	2
min in group asynchronous	count[10]	700	2
-- logic make-up (layout without fill, tap and decap cells) --
| group | Yosys count | in the layout | synth area share, % |
|---|---|---|---|
| AOI/OAI and AO/OA | 19 | 19 | 8.06 |
| xor gates and xnor gates | 16 | 16 | 10.6 |
| adders and majority gates | 2 | 2 | 1.90 |
| buffers and inverters | 9 | 15 | 2.66 |
| DFF | 26 | 26 | 49.3 |
| and+or+nand+nor | 60 | 60 | 27.4 |
-- per-stage QoR --
stage	setup WS, ps	hold WS, ps
4_1_cts	886	478
5_1_grt	785	512
2_1_floorplan	1160	304
6_report	875	474
3_5_place_dp	581	463
3_3_place_gp	621	462
-- cells in the mapped netlist --
cell / number
sky130_fd_sc_hd__a21oi_1: 7
sky130_fd_sc_hd__dfrtp_1: 26
sky130_fd_sc_hd__and3_1: 6
sky130_fd_sc_hd__and4b_1: 1
sky130_fd_sc_hd__nand4_1: 9
sky130_fd_sc_hd__or2_2: 1
sky130_fd_sc_hd__xnor2_1: 13
sky130_fd_sc_hd__and4_1: 4
sky130_fd_sc_hd__o22ai_1: 1
sky130_fd_sc_hd__or4_1: 2
sky130_fd_sc_hd__and3_2: 1
sky130_fd_sc_hd__clkbuf_2: 1
sky130_fd_sc_hd__o31ai_1: 2
sky130_fd_sc_hd__nor4_1: 2
sky130_fd_sc_hd__nor2_1: 3
sky130_fd_sc_hd__nand2_1: 8
sky130_fd_sc_hd__nand4b_1: 1
sky130_fd_sc_hd__ha_1: 2
sky130_fd_sc_hd__and2_1: 1
sky130_fd_sc_hd__nor3b_1: 1
sky130_fd_sc_hd__inv_1: 5
sky130_fd_sc_hd__nor3_1: 3
sky130_fd_sc_hd__nor4b_1: 1
sky130_fd_sc_hd__clkbuf_1: 2
sky130_fd_sc_hd__or3_1: 3
sky130_fd_sc_hd__o21ai_0: 7
sky130_fd_sc_hd__nand3_2: 1
sky130_fd_sc_hd__nand3_1: 10
sky130_fd_sc_hd__or3_2: 2
sky130_fd_sc_hd__buf_1: 1
sky130_fd_sc_hd__xor2_1: 3
sky130_fd_sc_hd__o211ai_1: 2
Power is estimated from default activity; no workload was simulated.
