==> ./design.v <==
module alu(A, B, C, Carry_in, Opcode, Flags);
input [15:0] A, B;
input [7:0] Opcode;
input Carry_in;
output reg [15:0] C;
output reg [4:0] Flags;
parameter WAIT    = 8'b00000000;
parameter ADD     = 8'b00000101;
parameter ADDI    = 8'b0101xxxx;
parameter ADDU    = 8'b00000110;
parameter ADDUI   = 8'b0110xxxx;
parameter ADDC    = 8'b00000111;
parameter ADDCI   = 8'b0111xxxx;
parameter SUB     = 8'b00001001;
parameter SUBI    = 8'b1001xxxx;
parameter SUBC    = 8'b00001010;
parameter SUBCI   = 8'b1010xxxx;
parameter CMP     = 8'b00001011;
parameter CMPI    = 8'b1011xxxx;
parameter CMPU    = 8'b00001111;
parameter CMPUI   = 8'b1111xxxx;
parameter AND     = 8'b00000001;
parameter ANDI    = 8'b0001xxxx;
parameter OR      = 8'b00000010;
parameter ORI     = 8'b0010xxxx;
parameter XOR     = 8'b00000011;
parameter XORI    = 8'b0011xxxx;
parameter NOT     = 8'b00000100;
parameter LSH     = 8'b10000100;
parameter LSHI    = 8'b10000000;
parameter RSH     = 8'b10000101;
parameter RSHI    = 8'b10000001;
parameter ALSH    = 8'b10000110;
parameter ARSH    = 8'b10000111;
parameter ALSHI   = 8'b10000010;
parameter ARSHI   = 8'b10000011;
always @(A, B, Carry_in, Opcode)
begin
	casex (Opcode)
	WAIT:
		begin
		Flags[4:0] = 5'b00000;
		C = 0;
		end
	ADD, ADDI:
		begin
			{Flags[4], C} = A + B;  
			if (C == 0) Flags[1] = 1'b1;
			else Flags[1] = 1'b0;
			if( (~A[15] & ~B[15] & C[15]) | (A[15] & B[15] & ~C[15]) ) Flags[2] = 1'b1;  
			else Flags[2] = 1'b0;
			Flags[0] = 1'b0; Flags[4:3] = 2'b00;
		end
	ADDU, ADDUI:
		begin
			C = A + B;
			Flags[4:0] = 5'b00000;
		end
	ADDC, ADDCI:
		begin
			{Flags[4], C} = A + B + Carry_in;  
			if (C == 0) Flags[1] = 1'b1; 
			else Flags[1] = 1'b0;
			if( (~A[15] & ~B[15] & C[15]) | (A[15] & B[15] & ~C[15]) ) Flags[2] = 1'b1;  
			else Flags[2] = 1'b0;
			Flags[0] = 1'b0; Flags[4:3] = 2'b00;
		end
	SUB, SUBI:
		begin
			{Flags[4], C} = A - B;  
			if (C == 0) Flags[1] = 1'b1;
			else Flags[1] = 1'b0;
			if( (~A[15] & B[15] & C[15]) | (A[15] & ~B[15] & ~C[15]) ) Flags[2] = 1'b1;  
			else Flags[2] = 1'b0;
			Flags[3] = 1'b0; Flags[0] = 1'b0;
		end
	SUBC, SUBCI:
		begin
			{Flags[4], C} = A - B - Carry_in;  
			if (C == 0) Flags[1] = 1'b1;
			else Flags[1] = 1'b0;
			if( (~A[15] & B[15] & C[15]) | (A[15] & ~B[15] & ~C[15]) ) Flags[2] = 1'b1;  
			else Flags[2] = 1'b0;
			Flags[3] = 1'b0; Flags[0] = 1'b0;
		end
	CMP, CMPI:
		begin
			if ($signed(A) < $signed(B))
				begin
				Flags[0] = 1'b0;
				Flags[3] = 1'b1;
				Flags[1] = 1'b0;
				end
			else if ($signed(B) < $signed(A))
				begin
				Flags[0] = 1'b1;
				Flags[3] = 1'b0;
				Flags[1] = 1'b0;
				end
			else
				begin
				Flags[0] = 1'b0;
				Flags[3] = 1'b0;
				Flags[1] = 1'b1;
				end
			Flags[4] = 1'b0; Flags[2] = 1'b0;
			C = A;  
		end
	CMPU, CMPUI:
		begin
			if (A < B)
				begin
				Flags[0] = 1'b0;
				Flags[3] = 1'b1;
				Flags[1] = 1'b0;
				end
			else if (B < A)
				begin
				Flags[0] = 1'b1;
				Flags[3] = 1'b0;
				Flags[1] = 1'b0;
				end
			else
				begin
				Flags[0] = 1'b0;
				Flags[3] = 1'b0;
				Flags[1] = 1'b1;
				end
			Flags[4] = 1'b0; Flags[2] = 1'b0;
			C = A;  
		end
	AND, ANDI:
		begin
			C = A & B;
			Flags[4:0] = 5'b00000;
		end
	OR, ORI:
		begin
			C = A | B;
			Flags[4:0] = 5'b00000;
		end
	XOR, XORI:
		begin
			C = A ^ B;
			Flags[4:0] = 5'b00000;
		end
	NOT:
		begin
		C = ~A;
		Flags[4:0] = 5'b00000;
		end
	LSH, LSHI:
		begin
			C = A << B;
			Flags[4:0] = 5'b00000;
		end
	RSH, RSHI:
		begin
			C = A >> B;
			Flags[4:0] = 5'b00000;
		end
	ALSH, ALSHI:
		begin
			C = A <<< B;
			Flags[4:0] = 5'b00000;
		end
	ARSH, ARSHI:
		begin
			C = A >>> B;
			Flags[4:0] = 5'b00000;
		end
	default:
		begin
			C = 0;
			Flags[4:0] = 5'b11111;  
		end
	endcase
	$display("A: %b, B: %b, C: %b", A, B, C);
end
endmodule
module datapath(clock, reset, flags_en, regfile_en, alu_mux, opcode, mem_in, flags_out, alu_bus, a_in, b_in, button_mux, accel_mux, button_in, accel_in);
input clock, reset, flags_en, regfile_en, alu_mux, button_mux, accel_mux;
input [15:0] opcode, mem_in, button_in, accel_in;
output reg [4:0] flags_out;
output reg [15:0] alu_bus;
output reg [15:0] a_in, b_in;
reg [15:0] b_in0, r_en;
wire [4:0] flags_in;
wire [15:0] c, r_out0, r_out1, r_out2, r_out3, r_out4, r_out5, r_out6, r_out7, r_out8, r_out9, r_out10, r_out11, r_out12, r_out13, r_out14, r_out15;
register r15 (alu_bus, r_out15, clock, r_en[15], reset);
register r14 (alu_bus, r_out14, clock, r_en[14], reset);
register r13 (alu_bus, r_out13, clock, r_en[13], reset);
register r12 (alu_bus, r_out12, clock, r_en[12], reset);
register r11 (alu_bus, r_out11, clock, r_en[11], reset);
register r10 (alu_bus, r_out10, clock, r_en[10], reset);
register r9 (alu_bus, r_out9, clock, r_en[9], reset);
register r8 (alu_bus, r_out8, clock, r_en[8], reset);
register r7 (alu_bus, r_out7, clock, r_en[7], reset);
register r6 (alu_bus, r_out6, clock, r_en[6], reset);
register r5 (alu_bus, r_out5, clock, r_en[5], reset);
register r4 (alu_bus, r_out4, clock, r_en[4], reset);
register r3 (alu_bus, r_out3, clock, r_en[3], reset);
register r2 (alu_bus, r_out2, clock, r_en[2], reset);
register r1 (alu_bus, r_out1, clock, r_en[1], reset);
register r0 (alu_bus, r_out0, clock, r_en[0], reset);
always @(opcode, regfile_en) begin
	if (regfile_en == 1'b0) r_en = 16'b0000000000000000;
	else begin
		case (opcode[11:8])
			4'b0000: r_en = 16'b0000000000000001;
			4'b0001: r_en = 16'b0000000000000010;
			4'b0010: r_en = 16'b0000000000000100;
			4'b0011: r_en = 16'b0000000000001000;
			4'b0100: r_en = 16'b0000000000010000;
			4'b0101: r_en = 16'b0000000000100000;
			4'b0110: r_en = 16'b0000000001000000;
			4'b0111: r_en = 16'b0000000010000000;
			4'b1000: r_en = 16'b0000000100000000;
			4'b1001: r_en = 16'b0000001000000000;
			4'b1010: r_en = 16'b0000010000000000;
			4'b1011: r_en = 16'b0000100000000000;
			4'b1100: r_en = 16'b0001000000000000;
			4'b1101: r_en = 16'b0010000000000000;
			4'b1110: r_en = 16'b0100000000000000;
			4'b1111: r_en = 16'b1000000000000000;
		endcase
	end
end
always @(opcode, r_out0, r_out1, r_out2, r_out3, r_out4, r_out5, r_out6, r_out7, r_out8, r_out9, r_out10, r_out11, r_out12, r_out13, r_out14, r_out15) begin
	case (opcode[11:8])
		4'b0000: a_in = r_out0;
		4'b0001: a_in = r_out1;
		4'b0010: a_in = r_out2;
		4'b0011: a_in = r_out3;
		4'b0100: a_in = r_out4;
		4'b0101: a_in = r_out5;
		4'b0110: a_in = r_out6;
		4'b0111: a_in = r_out7;
		4'b1000: a_in = r_out8;
		4'b1001: a_in = r_out9;
		4'b1010: a_in = r_out10;
		4'b1011: a_in = r_out11;
		4'b1100: a_in = r_out12;
		4'b1101: a_in = r_out13;
		4'b1110: a_in = r_out14;
		4'b1111: a_in = r_out15;
	endcase
	case (opcode[3:0])
		4'b0000: b_in0 = r_out0;
		4'b0001: b_in0 = r_out1;
		4'b0010: b_in0 = r_out2;
		4'b0011: b_in0 = r_out3;
		4'b0100: b_in0 = r_out4;
		4'b0101: b_in0 = r_out5;
		4'b0110: b_in0 = r_out6;
		4'b0111: b_in0 = r_out7;
		4'b1000: b_in0 = r_out8;
		4'b1001: b_in0 = r_out9;
		4'b1010: b_in0 = r_out10;
		4'b1011: b_in0 = r_out11;
		4'b1100: b_in0 = r_out12;
		4'b1101: b_in0 = r_out13;
		4'b1110: b_in0 = r_out14;
		4'b1111: b_in0 = r_out15;
	endcase
	if (opcode[13] | opcode[12]) b_in = (opcode[7:0]);
	else if (opcode[15] & ~opcode[14] & ~opcode[13] & ~opcode[12] & ~opcode[7] & ~opcode[6]) b_in = opcode[3:0];
	else b_in = b_in0;
end
alu alu1(.A(a_in), .B(b_in), .C(c), .Carry_in(flags_out[4]), .Opcode({opcode[15:12], opcode[7:4]}), .Flags(flags_in));
always @(alu_mux, button_mux, accel_mux, button_in, accel_in, mem_in, c) begin
	if (alu_mux == 1) alu_bus = mem_in;
	else if (button_mux == 1) alu_bus = button_in;
	else if (accel_mux == 1) alu_bus = accel_in;
	else alu_bus = c;
end
always @(negedge reset, posedge clock) begin
	if (reset == 0) flags_out <= 0;
	else if (flags_en == 1) flags_out <= flags_in;
	else flags_out <= flags_out;
end
endmodule
module register(A,B,clock,en,reset);
	input [15:0] A;
	input reset, clock, en;
	output reg [15:0] B;
	always @(posedge clock, negedge reset) begin
		if (reset == 0) B <= 0;
		else if (en == 1) B <= A;
		else B <= B;
	end
endmodule
==> ./run.sh <==
#!/bin/bash
# OpenROAD 26Q1-2900-gdf79404cd8, Yosys 0.63+post, stock flow scripts
make -C /OpenROAD-flow-scripts/flow DESIGN_CONFIG=/design/flow/config.mk WORK_HOME=/design/flow/orfs finish
==> ./config.mk <==
export PLATFORM = sky130hd
export DESIGN_NAME = datapath
export DESIGN_NICKNAME = datapath
export VERILOG_FILES = /design/flow/design.v
export SDC_FILE = /design/flow/constraint.sdc
export NUM_CORES = 4
export LEC_CHECK = 1
export CORE_UTILIZATION = 40
==> ./constraint.sdc <==
current_design datapath

set clk_period 21.9
set clk_io_pct 0.2

create_clock -name clk0 -period $clk_period [get_ports {clock}]

set non_clock_inputs [all_inputs -no_clocks]
set_input_delay [expr $clk_period * $clk_io_pct] -clock clk0 $non_clock_inputs
set_output_delay [expr $clk_period * $clk_io_pct] -clock clk0 [all_outputs]
==> run summary <==
Physical implementation

The via count of the first global-routing pass is approximately 22,000. Including well taps, the total number of placed cells is around 3,400. After synthesis, the design contains about 2,600 cells according to Yosys. The script extracted a total leakage power of 10.1 nW.

Of the cells placed in the final design, the portion with a size suffix greater than 1 is between 10 and 15%. In this run the power density over the cells is between 80 and 90 nW/µm². The synthesized netlist contains 118 unique library cells. The flop-to-flop setup slack is about 15 ns.

After global routing the overflow that remains totals 0. The end of the worst register-to-register path is r4.B[11]$_DFFE_PN0P_. TritonCTS built the clock tree. The capturing element of the worst setup path is alu_bus[11].

The detailed router finished its first iteration with ~2,600 violations. The final wirelength is 117,000 µm. The die is around 240 µm tall. The number of max-slew violations in the final report is 0. The type of the tightest min-delay check is reg2reg. After technology mapping, the gate count stands at about 2,600. After synthesis the cells add up to approximately 22,000 µm². The synthesis log from Yosys contains 3 warnings. The area added between synthesis and finish is 12.5%. The half-perimeter wire length after placement is roughly 87,000 µm.

Endpoints failing hold in the final report were tallied at 0. The number of rows created at floorplan is around 85. The endpoint arrival time on the critical path is around 12 ns. The cell count of the worst reg-to-reg path is 18. Measured along the x axis, the die boundary spans 237 µm.

The global routing report lists combined usage of all routing layers as a little over two fifths. In the routed design, unresolved DRC markers number 0. Nets still carrying antenna violations after routing amount to 0. The most frequently used flop master after synthesis is sky130_fd_sc_hd__dfrtp_1. Entering global routing, the biggest net connects about 70 pins. The via count is ~23,000. After its last routability iteration, the placer logged a weighted congestion of 1.07. After layout, the minimum clock period comes to roughly 17 ns. The worst pin sits at a relative slew slack of slightly above 2%. The share of flip-flops with an asynchronous set or reset after synthesis is 100%.

Counting flops with a built-in enable in the synthesized netlist gives 0. The maximum VDD drop is roughly 0.067 mV. The synthesized flop and latch total is between 200 and 300. The area of the chip is about 56,000 µm².

The cell sitting at the root of the clock tree is a sky130_fd_sc_hd__clkbuf_16. The starting density of the core is between 40% and 50%. For this sky-water flow run, the detailed-routed wirelength per cell is reported as between 30 and 40 µm. For the final database, setup skew stands at between 0.02 and 0.025 ns. The required time at the worst endpoint is listed as 17.52 ns. Setup repair after global routing left no endpoint under its margin.

The peak fanout along the critical path is approximately 50. The number of logged tool warnings is about 73. The number of failing setup endpoints in the final timing report is 0. Yosys reports a chip area of between 20,000 and 25,000 µm².

The layout stage reports a final design area of approximately 25,000 µm². The number of inserted filler cells in the final layout is 5,333. The clock buffer count from CTS is 29. The number of buffers added to fix hold violations after cts is 0. The layout report lists the combined flip-flop and latch area as between 6000 and 7000 µm². After layout, the worst path uses between 70% and 80% of the clock period. The layout report lists the multi-input gate area as 14,100 µm².

The floorplan step defined a core boundary enclosing around 54,000 µm². The final report lists a non-filler cell total of about 3,400. The worst-margin pin slew is about 1.5 ns. In the Yosys report, the sequential cells make up between 20 and 30% of the chip area. The count of clock tree sinks is about 260. The max-capacitance violation count is 0.

The initial antenna violation count came to 7. The total number of H-tree levels is 1. The startpoint of the lowest-slack register-to-register path is r14.B[2]$_DFFE_PN0P_. The routed design shows a via density per instance of roughly 6.8. STA classifies the critical path endpoint as an output port. The fmax is between 0.05 and 0.06 GHz. The first element of the critical path is opcode[0]. The post-CTS setup repair buffer count is 0.

After synthesis, the mean cell area works out to ~8.4 µm². The registers of the reported paths see a clock transition of 0.06 ns. The run finished with clean final reports. For the final routed database, the setup TNS stands at 0 ns. For this run, the detailed router's first-pass iteration total came to 6. The I/O pin count is 124.

Port buffering added around 120 buffers. The library cells used most frequently in the layout, excluding fill and tap cells, are sky130_fd_sc_hd__nand2_1, sky130_fd_sc_hd__dfrtp_1, sky130_fd_sc_hd__nor2_1. The number of buffers between clock root and the deepest sink is 3. Looking at the setup timing report, the critical path kind is in2out.

The final total power is roughly 2.1 mW. The first global-routing pass estimated around 170,000 µm of wire. The later-pin clock latency in the skew report is approximately 0.60 ns.

The most common cell after layout, fill and taps aside is sky130_fd_sc_hd__nand2_1. The post-place instance area is roughly 24,000 µm². The number of gates resized after CTS was 0. The startpoint type of the worst setup path is a primary input.
[through the flow]
step           hold slack [ns]  utilization, %  setup WS [ns]
2_1_floorplan            0.448               -           8.40
3_3_place_gp             0.479            44.0           5.37
3_5_place_dp             0.488            44.0           5.30
4_1_cts                  0.503            45.8           5.27
5_1_grt                  0.534            45.8           4.77
6_report                 0.502            45.8           5.06
[critical path, cell delays in order]
cell	delay, ns
sky130_fd_sc_hd__buf_2	0.08
sky130_fd_sc_hd__buf_4	0.50
sky130_fd_sc_hd__buf_4	0.56
sky130_fd_sc_hd__nor2b_1	0.35
sky130_fd_sc_hd__a22o_1	0.27
sky130_fd_sc_hd__a221oi_1	0.27
sky130_fd_sc_hd__and3_1	0.21
sky130_fd_sc_hd__o31a_1	0.13
sky130_fd_sc_hd__buf_4	0.37
sky130_fd_sc_hd__inv_1	0.52
sky130_fd_sc_hd__ha_1	0.44
sky130_fd_sc_hd__a211oi_1	0.62
sky130_fd_sc_hd__nor2_1	0.20
sky130_fd_sc_hd__a221oi_1	0.40
sky130_fd_sc_hd__xnor2_1	0.30
sky130_fd_sc_hd__nor4_1	0.59
sky130_fd_sc_hd__and3_1	0.31
sky130_fd_sc_hd__xor2_1	0.09
sky130_fd_sc_hd__a221oi_1	0.54
sky130_fd_sc_hd__o311ai_2	0.20
sky130_fd_sc_hd__nand2_2	0.42
sky130_fd_sc_hd__inv_1	0.09
sky130_fd_sc_hd__clkdlybuf4s50_1	0.42
[how the worst min path moves through the flow]
stage | cells past startpoint | slack (ns) | end | from
after global routing | 2 | 0.53 | r5.B[12]$_DFFE_PN0P_ | r5.B[12]$_DFFE_PN0P_
final | 2 | 0.50 | r15.B[0]$_DFFE_PN0P_ | r15.B[0]$_DFFE_PN0P_
after CTS | 2 | 0.50 | r15.B[0]$_DFFE_PN0P_ | r15.B[0]$_DFFE_PN0P_
[sequential cells by signal, summed over array words and instances (netlist names)]
name and count:
r0.B 16, r11.B 16, r9.B 16, r8.B 16
r6.B 16, r5.B 16, r3.B 16, flags_out 5
r14.B 16, r1.B 16, r15.B 16, r12.B 16
r7.B 16, r2.B 16, r10.B 16, r4.B 16
r13.B 16
[cell usage after synthesis, types with 37 or more instances]
cell type	number	area share (%)
sky130_fd_sc_hd__ha_1	68	3.9
sky130_fd_sc_hd__a21oi_1	139	3.1
sky130_fd_sc_hd__nor3_1	47	1.1
sky130_fd_sc_hd__inv_1	71	1.2
sky130_fd_sc_hd__clkbuf_1	94	1.6
sky130_fd_sc_hd__xnor2_1	37	1.5
sky130_fd_sc_hd__nand2b_1	39	1.1
sky130_fd_sc_hd__nand2_1	295	5.0
sky130_fd_sc_hd__nor2_1	194	3.3
sky130_fd_sc_hd__nor2b_1	38	1.1
sky130_fd_sc_hd__a22oi_1	38	1.3
sky130_fd_sc_hd__a221oi_1	40	1.6
sky130_fd_sc_hd__dfrtp_1	261	30
sky130_fd_sc_hd__mux2i_1	88	4.0
sky130_fd_sc_hd__mux2_2	74	3.8
sky130_fd_sc_hd__o21ai_0	194	4.4
sky130_fd_sc_hd__buf_2	70	1.6
sky130_fd_sc_hd__a31oi_1	58	1.6
sky130_fd_sc_hd__nand3_1	77	1.7
[routing by layer]
| metal | vias to the layer above | part of all wire, % | track usage, % |
|---|---|---|---|
| li1 | 9969 | - | - |
| met1 | 11436 | 41 | 60.2 |
| met2 | 1470 | 43 | 61.4 |
| met3 | 342 | 11 | 12.7 |
| met4 | 10 | 5.5 | 18.4 |
| met5 | - | 0.056 | 0 |
[where the power goes]
part	switching (mW)	total (mW)	internal, mW	leakage [nW]
combinational	0.546	0.868	0.322	6.39
clock	0.226	0.515	0.289	0.470
sequential	0.130	0.722	0.592	3.28
[final cells by class]
type | count | share of cell area [%]
timing repair buffer | 243 | 8.46
clock buffer | 35 | 3.13
antenna | 3 | 0.0302
tap | 696 | 3.50
multi-input combinational | 2075 | 56.6
sequential | 261 | 26.3
inverter | 83 | 1.27
clock inverter | 18 | 0.750
[cells by family (layout without fill, tap and decap cells)]
logic type | Yosys count | in the layout | synth area share (%)
xor gates and xnor gates | 49 | 49 | 1.94
buffers and inverters | 307 | 379 | 6.98
DFF | 261 | 261 | 29.6
and+or+nand+nor | 910 | 910 | 20.8
muxes | 177 | 177 | 8.78
adders and majority gates | 70 | 70 | 4.03
other | 0 | 3 | 0
AOI/OAI and AO/OA | 869 | 869 | 27.9
Power figures rest on the tool's default switching activity, not on a simulated workload.
